==> design.v <==
module reg_IF_ID(
    input         clock,
    input         reset,
    input         enable,    
    input         flush,     
    input  [31:0] InstrF,
    input  [31:0] PCF,
    input  [31:0] PCPlus4F,
    output reg [31:0] InstrD,
    output reg [31:0] PCD,
    output reg [31:0] PCPlus4D
);
    always @(posedge clock or posedge reset) begin
        if (reset) begin
            InstrD    <= 32'b0;
            PCD       <= 32'b0;
            PCPlus4D  <= 32'b0;
        end
        else if (flush) begin
            InstrD    <= 32'b0;
            PCD       <= 32'b0;
            PCPlus4D  <= 32'b0;
        end
        else if (enable) begin
            InstrD    <= InstrF;
            PCD       <= PCF;
            PCPlus4D  <= PCPlus4F;
        end
    end
endmodule
==> run.sh <==
#!/bin/bash
# OpenROAD 26Q1-2900-gdf79404cd8, Yosys 0.63+post, stock flow scripts
make -C /OpenROAD-flow-scripts/flow DESIGN_CONFIG=/design/flow/config.mk WORK_HOME=/design/flow/orfs finish
==> config.mk <==
export PLATFORM = sky130hd
export DESIGN_NAME = reg_IF_ID
export DESIGN_NICKNAME = reg_IF_ID
export VERILOG_FILES = /design/flow/design.v
export SDC_FILE = /design/flow/constraint.sdc
export NUM_CORES = 4
export LEC_CHECK = 1
export CORE_UTILIZATION = 40
==> constraint.sdc <==
current_design reg_IF_ID

set clk_period 1.0
set clk_io_pct 0.2

create_clock -name clk0 -period $clk_period [get_ports {clock}]

set non_clock_inputs [all_inputs -no_clocks]
set_input_delay [expr $clk_period * $clk_io_pct] -clock clk0 $non_clock_inputs
set_output_delay [expr $clk_period * $clk_io_pct] -clock clk0 [all_outputs]
==> qor.yml <==
final_timing:
  fin_crit_sh: 1.06
  max_slew_margin: 0.844
  finalSetupViolCount: 96
  period_needed_ps: 1060
  timing.fmax_ghz: 0.941
  tightest_slew_ps: 235
  setup_slack_ps: -62.5
  hold_viol: 0
  finClkSkew_ps: 0
  grt_setup_unrepaired: "true"
  setup-tns-final_ps: -4250
  slew_violations: 0
place:
  io_buffers: 195
  routabilityCongestion: 0.756
  hpwl_um: 6940
status:
  status: "complete, but fails checks"
  violations: "negative setup slack"
logic_synthesis:
  yosysUniqueCellTypes: 10
  yosys_area_mm2: 0.00391
  synth_cells: 311
  ys_ff: 96
  ys_seq_frac: 0.614
  synth_area_mm2: 0.00391
  avgSynthCellArea_um2: 12.6
  yosysWarningCount: 1
  ys_cells: 311
route:
  drt_iter0_markers: 35
  drc: 0
  vias: 3012
  via_per_inst: 4.54
  wire_per_inst_um: 15.0
  routed_wl_um: 9980
  final_antenna_net_count: 0
  n_antenna_cell: 0
  dr.pass1.iters: 4
final_layout:
  postLayoutCoreUtil: 0.635
  areaGrowthSynthToFinish_pct: 52.1
  comb_area_mm2: 0.00132
  final_layout_size_suffix_gt1_frac: 0.277
  fillCellCount: 783
  lay_top_cells: "clkdlybuf4s50_1, buf_2, dfrtp_1, mux2i_1, nor2_1"
  seq_area_mm2: 0.00240
worst_setup_path:
  crit_family: "flip-flops"
  worst_ep_arrival_time_ps: 860
  cp_slowest_stage_delay_ps: 400
  r2r_setup_slack_ps: 200
  critPathKind: "flip-flop to output port"
  crit_path_top_delay_cell: "dfrtp_1"
  path_max_fanout: 2
  required_ps: 800
  cp_num_buf_inv: 1
  critical_path.cell_chain: "buf_2"
  worst_setup_path_end_kind: "output port"
  start_kind: "flip-flop"
job:
  max_cap_viol_count: 0
  warnings: 29
global_routing:
  grt_pass1_wl_um: 15300
  grt_use_met3: 0.0585
  grt_pass1_vias: 2892
  grt_max_degree: 41
  gr-usage-met2: 0.291
  grtUsageMet1: 0.336
  grt_overflow: 0
  antenna_found_initial: 0
  grt_busiest_layer: "met1"
  track_usage: 0.204
clock_network:
  cts_made_buffers: 9
  worstSkewPairLatency_ps: 350
  clkSinkCount: 96
  htreeDepth: 3
  cts_root_buffer: "clkbuf_8"
  clk_pin_slew_ps: 90
  postCtsHoldBufs: 0
  cts_tree: "yes"
  ctsLongestPathBuffers: 2
pwr:
  cellLeakagePower_nw: 3.21
  vdd_drop_max_mv: 0.802
  powerDensity_mw_per_mm2: 1380
worst_hold_path:
  worst_hold_path_type: "input port to flip-flop"
die:
  rows: 35
  io_pins: 196
  initial_core_util: 0.418
  die_y_um: 101
  core_mm2: 0.00937
  die_x_um: 101
  die_area_mm2: 0.0102
metrics by stage:
stage | worst slack, ps | power (mW) | hold WS [ps] | cells | area (um^2)
2_1_floorplan | -334 | 4.78 | 356 | 311 | 3920
3_3_place_gp | -37.9 | 5.75 | 501 | 625 | 6050
3_5_place_dp | -34.3 | 5.76 | 507 | 625 | 6050
4_1_cts | -92.6 | 8.30 | 165 | 648 | 5840
5_1_grt | -124 | 8.64 | 168 | 663 | 5950
6_report | -62.5 | 8.23 | 178 | 663 | 5950
worst paths after layout:
kind,start,to,cells after the start
setup / recovery,PCPlus4D[28],PCPlus4D[28],1
hold / removal,flush,PCD[23],2
setup reg to reg,PCD[6],PCD[6],3
hold reg to reg,InstrD[30],InstrD[30],2
max in group asynchronous,reset,PCPlus4D[16],3
min in group asynchronous,reset,PCD[15],3
timing repair:
item	CTS	global route
endpoints found under the setup margin	96	96
resized	299	0
buffers inserted	8	15
Yosys cell counts (all sizes together):
| cell type | instances | area [um^2] |
|---|---|---|
| buf | 15 | 160 |
| inv | 1 | 3.75 |
| dfrtp | 96 | 2400 |
| nor2 | 96 | 360 |
| clkbuf | 7 | 26.3 |
| mux2i | 96 | 961 |
where the power goes:
| group | switching, mW | internal [mW] |
|---|---|---|
| clock | 1.30 | 1.40 |
| combinational | 0.494 | 0.835 |
| sequential | 0.101 | 4.09 |
| total | 1.90 | 6.33 |
layout make-up:
| cell class | count | share of cell area |
|---|---|---|
| multi-input combinational | 192 | 0.222 |
| sequential | 96 | 0.403 |
| tap | 129 | 0.0271 |
| inverter | 1 | 0.00126 |
| clock inverter | 5 | 0.0139 |
| clock buffer | 10 | 0.0214 |
| timing repair buffer | 230 | 0.311 |
routing by layer:
| layer | up-vias | wire length (um) | part of all wire |
|---|---|---|---|
| met2 | 128 | 4280 | 0.43 |
| met1 | 1414 | 4630 | 0.46 |
| met4 | 0 | 125 | 0.013 |
| met5 | - | 0 | 0 |
| li1 | 1459 | - | - |
| met3 | 11 | 934 | 0.094 |
registers in the layout, indices dropped and copies added, names as in the netlist:
signal    count
PCPlus4D     32
InstrD       32
PCD          32
cell families (layout without fill, tap and decap cells):
logic type	after synthesis	in the layout	share of synthesized area
multiplexers	96	96	0.246
flip-flops	96	96	0.614
AND/OR/NAND/NOR	96	96	0.0921
buffers and inverters	23	246	0.0486
Power figures rest on the tool's default switching activity, not on a simulated workload.
