## /design/flow/run.sh

```bash
#!/bin/bash
# OpenROAD 26Q1-2900-gdf79404cd8, Yosys 0.63+post, stock flow scripts
make -C /OpenROAD-flow-scripts/flow DESIGN_CONFIG=/design/flow/config.mk WORK_HOME=/design/flow/orfs finish
```

## /design/flow/config.mk

```make
export PLATFORM = sky130hd
export DESIGN_NAME = hazard_unit
export DESIGN_NICKNAME = hazard_unit
export VERILOG_FILES = /design/flow/design.v
export SDC_FILE = /design/flow/constraint.sdc
export NUM_CORES = 4
export LEC_CHECK = 1
export CORE_AREA = 10 10 70 70
export DIE_AREA = 0 0 80 80
```

## /design/flow/constraint.sdc

```tcl
current_design hazard_unit

set clk_period 2.1
set clk_io_pct 0.2

create_clock -name clk0 -period $clk_period

set non_clock_inputs [all_inputs -no_clocks]
set_input_delay [expr $clk_period * $clk_io_pct] -clock clk0 $non_clock_inputs
set_output_delay [expr $clk_period * $clk_io_pct] -clock clk0 [all_outputs]
```

## /design/flow/design.v

```verilog
module hazard_unit(
    input RegWriteM,
    input RegWriteW,
    input [4:0] RdM,
    input [4:0] RdW,
    input [4:0] Rs1E,
    input [4:0] Rs2E,
    output [1:0] FowardAE,
    output [1:0] FowardBE
    );
assign FowardAE = 
        (RegWriteM && (Rs1E != 5'd0) && (Rs1E == RdM)) ? 2'b10 : 
        (RegWriteW && (Rs1E != 5'd0) && (Rs1E == RdW)) ? 2'b01 : 2'b00;
    assign FowardBE = 
        (RegWriteM && (Rs2E != 5'd0) && (Rs2E == RdM)) ? 2'b10 : 
        (RegWriteW && (Rs2E != 5'd0) && (Rs2E == RdW)) ? 2'b01 : 2'b00;
endmodule
```

==> results.txt <==
Flow results are below.

- From the final report, the count of setup violators was given as 0.
- The worst relative slew slack is 0.824, for reference.
- The average instance in the mapped netlist occupies 7.72 µm².
- The floorplan-stage core utilization is 0.0813, for reference.
- In the final report, the number of hold violations comes to 0.
- The pin slew with the least headroom to its limit is 263 ps, for reference.
- The total number of vias is 375, for reference.
- For this run, the top clock speed supported by timing is 492 MHz.
- The buffer_ports step reported a buffer count of 26.
- The stage logs contain a warning count of 32.
- The logic gate share of total power is 1.000, for reference.
- The number of routed nets with antenna violations is 0, for reference.
- The violation count after the first detailed-route iteration is 7, for reference.
- The placement summary gives the final routability congestion estimate as 0.734.
- The detailed-route wire length per cell is 12.0 µm, for reference.
- In this run the horizontal extent of the chip is 80 µm.
- Counting distinct cell types in the post-synthesis netlist gives 10.
- The number of placed cells counting well taps is 110, for reference.
- The internal power is 0.0000565 W, for reference.
- The net switching power is 0.0000482 W, for reference.
- In the placement report, post-DP HPWL is listed as 1180 µm.
- The area added between synthesis and finish is 131%, for reference.
- The region available for standard cell placement spans 3420 µm².
- The count of warnings emitted by yosys is 0, for reference.
- The first-pass GRT wire length is 2210 µm, for reference.
- Of the total power, the share spent switching nets is 0.460.
- The run finished with clean final reports.
- The die is 80 µm tall.
- The fraction of layout instances using a drive strength above 1 is 0.379, for reference.
- The overall global routing resource usage is 0.0418, for reference.
- The DRC violation total left in the routed layout is recorded as 0.
- The setup slack at placement is -602 ps, for reference.
- The initial antenna violation count is 0.
- The worst setup path is launched from a primary input.
- Dividing total power by cell area gives a power density of 163 nW/µm².
- Pin placement for this block handled 26 I/O pins.
- For the worst min-delay path, the startpoint reported by OpenROAD is Rs1E[3].
- The data required time of the worst path is 1680 ps, for reference.
- Along the worst path, the maximum fanout reaches 2.
- The sequential share of power is 0, for reference.
- For the worst setup path, the data arrival time is 1610 ps.
- The reported leakage power is 0.247 nW, for reference.
- For this design, Yosys synthesis ends with a cell count of 36.
- The quantity of hold-fixing buffers added after cts is 0, for reference.
- The type of the worst setup path is in2out, for reference.
- The kind of end point of the critical path is an output port, for reference.
- The final sequential cell count is 0, for reference.
- The number of cells on the worst hold path is listed as 5.
- The number of global-route vias before repair is 466.
- The pre-antenna-repair detailed-routing pass consisted of 2 iterations.
- In this run the cell area of the synthesized design comes to 278 µm².
- The overall routed net length is 1350 µm, for reference.
- The footprint of the flip-flops and latches is 0 µm², for reference.
- The number of clock buffers in the layout is 0, for reference.
- Entering global routing, the biggest net connects 4 pins.
- The share of synthesized area occupied by flip-flops and latches is 0, for reference.
- The repair_antennas step left the layout with diodes totalling 0.
- The chip area is 6400 µm², for reference.
- For hold timing, the worst endpoint is FowardAE[0].
- The fraction of the cycle the final worst path needs is 0.968, for reference.
- For the final routed database, the setup TNS stands at 0 ps.
- The tool flagged a number of max-cap violations equal to 0.
- Summed over all layers, the global routing overflow is 0.
- The share of total power in the clock network is 0, for reference.
- The number of inserted filler cells in the final layout is 395, for reference.
- The worst path in the final design needs a cycle of 2030 ps, including I/O delays and setup.
- The synthesized instance count is 36, for reference.
- The routed design shows a via density per instance of 3.35.
- The final core utilization is 0.188, for reference.
- For this run, the chip area from Yosys synthesis comes to 278 µm².
- Once routing completed, OpenROAD measured the worst setup slack at 66.5 ps.
- For reference, the placement row count at floorplan is 21.
- The type of the most critical hold path is in2out, for reference.
- After the flow finishes, the layout carries non-filler instances totaling 112.
- The maximum VDD drop is 0.0000581 V, for reference.
- The final max-slew violation count recorded for this run is 0.
## power by group through the flow
stage	logic [W]	clock network (W)	registers (W)
CTS	0.000103	0	0
global route	0.000115	0	0
finish	0.000105	0	0
## Yosys cell counts, drive strengths merged
| master | n | area [µm²] |
|---|---|---|
| nor4 | 2 | 12.5 |
| xnor2 | 12 | 105 |
| nand2 | 2 | 7.51 |
| nor2 | 2 | 7.51 |
| xor2 | 8 | 70.1 |
| nand4 | 2 | 12.5 |
| a2111oi | 2 | 17.5 |
| or4 | 2 | 15.0 |
| and2 | 2 | 12.5 |
| and3b | 2 | 17.5 |
## metal layers
| metal | global-route usage | wire, µm | vias up |
|---|---|---|---|
| met5 | 0 | 0 | - |
| met3 | 0.0170 | 149 | 0 |
| li1 | - | - | 188 |
| met1 | 0.0600 | 703 | 170 |
| met4 | 0 | 0 | 0 |
| met2 | 0.0602 | 494 | 17 |
## layout by cell type, fill, tap and decap left out
master                            netlist  routed
sky130_fd_sc_hd__nor4_2                 0       2
sky130_fd_sc_hd__xnor2_1               12      12
sky130_fd_sc_hd__and2_1                 2       1
sky130_fd_sc_hd__nor2_2                 0       1
sky130_fd_sc_hd__buf_2                  0       6
sky130_fd_sc_hd__xor2_2                 0       1
sky130_fd_sc_hd__a2111oi_4              0       1
sky130_fd_sc_hd__xor2_1                 8       7
sky130_fd_sc_hd__or4_1                  2       1
sky130_fd_sc_hd__or4_4                  0       1
sky130_fd_sc_hd__nand2_1                2       2
sky130_fd_sc_hd__buf_4                  0       4
sky130_fd_sc_hd__clkdlybuf4s50_1        0       1
sky130_fd_sc_hd__clkbuf_2               0       2
sky130_fd_sc_hd__nor2_4                 0       1
sky130_fd_sc_hd__dlygate4sd2_1          0       9
sky130_fd_sc_hd__nand4_1                2       2
sky130_fd_sc_hd__and2_4                 0       1
sky130_fd_sc_hd__clkdlybuf4s15_2        0       4
sky130_fd_sc_hd__and3b_1                2       2
sky130_fd_sc_hd__clkdlybuf4s15_1        0       4
sky130_fd_sc_hd__a2111oi_2              0       1
## final cells by class
cell class | instances | area (µm²) | area share
tap | 46 | 57.6 | 0.0898
timing repair buffer | 30 | 244 | 0.381
multi-input combinational | 36 | 339 | 0.529
## metrics by stage
step                      power (W)  hold WS, ps  cell area, µm²
after floorplan           0.0000369          901             278
after global placement     0.000101         1930             611
after detailed placement   0.000102         1910             611
after CTS                  0.000103         1420             632
after global routing       0.000115         1300             641
final                      0.000105         1270             641
## worst max-delay path: stages
cell and delay [ps]:
sky130_fd_sc_hd__clkdlybuf4s15_1 210, sky130_fd_sc_hd__xor2_1 220, sky130_fd_sc_hd__nor4_2 80, sky130_fd_sc_hd__buf_4 140, sky130_fd_sc_hd__a2111oi_4 280, sky130_fd_sc_hd__dlygate4sd2_1 240
## timing repair
item,4_1_cts,5_1_grt
resized,66,6
endpoints found under the setup margin,4,3
setup buffers,3,1
pin swaps,14,3
cloned,0,0
## how the worst max path moves through the flow
stage	startpoint	endpoint	slack, ps
CTS	Rs2E[0]	FowardBE[0]	9
global route	RdM[4]	FowardBE[0]	-20
finish	RdM[4]	FowardBE[0]	70
## logic make-up (layout without fill, tap and decap cells)
logic type | Yosys count | count (layout) | share of synthesized area
buffers and inverters | 0 | 30 | 0
xor gates and xnor gates | 20 | 20 | 0.631
AOI/OAI and AO/OA | 2 | 2 | 0.0631
and+or+nand+nor | 14 | 14 | 0.306
Power figures rest on the tool's default switching activity, not on a simulated workload.
